### flow/design.v
module APB_Bridge #(
    parameter   int ADDR_WIDTH  = 32'd32    ,        
    parameter   int DATA_WIDTH  = 32'd32    ,        
    parameter   int COMP        = 32'd4              
)(
    input   logic                           PCLK     ,
    input   logic                           PRESETn  ,
    input   logic                           PREADY   ,
    input   logic                           MTRANS   ,    
    input   logic                           MWRITE   ,
    input   logic [COMP - 1 : 0]            MSELx    ,
    input   logic [ADDR_WIDTH - 1 : 0]      MADDR    ,
    input   logic [DATA_WIDTH - 1 : 0]      PRDATA   ,    
    input   logic [DATA_WIDTH - 1 : 0]      MWDATA   ,    
    output  logic                           PENABLE  ,
    output  logic                           PWRITE   ,    
    output  logic [ADDR_WIDTH - 1 : 0]      PADDR    ,
    output  logic [COMP - 1 : 0]            PSELx    ,
    output  logic [DATA_WIDTH - 1 : 0]      PWDATA   ,
    output  logic [DATA_WIDTH - 1 : 0]      MRDATA        
);
    localparam logic [1 : 0] IDLE     = 2'b00 ; 
    localparam logic [1 : 0] SETUP    = 2'b01 ;
    localparam logic [1 : 0] ACCESS   = 2'b11 ;
    logic [1 : 0] current_state   ;
    logic [1 : 0] next_state      ;
    logic [COMP - 1 : 0]        SELx_reg    ;
    logic [ADDR_WIDTH - 1 : 0]  ADDR_reg    ;
    logic [DATA_WIDTH - 1 : 0]  WDATA_reg   ;
    logic                       WRITE_reg   ;
    always @(posedge PCLK or negedge PRESETn) begin
        if (!PRESETn) begin
            SELx_reg    <= {(COMP){1'b0}}       ;
            WRITE_reg   <= 1'b0                 ;
            ADDR_reg    <= {(ADDR_WIDTH){1'b0}} ;
            WDATA_reg   <= {(DATA_WIDTH){1'b0}} ;
        end
        else begin
            if ((current_state == IDLE) || (current_state == ACCESS && PREADY && MTRANS)) begin
                WRITE_reg   <= MWRITE   ;
                SELx_reg    <= MSELx    ;
                ADDR_reg    <= MADDR    ;
                WDATA_reg   <= MWDATA   ;
            end
        end
    end
    always @(posedge PCLK or negedge PRESETn) begin
        if (!PRESETn) begin
            current_state <= IDLE;  
        end
        else begin
            current_state <= next_state;
        end
    end
    always @(*) begin
        case (current_state)
            IDLE: begin
                if(MTRANS) 
                    next_state = SETUP;
                else 
                    next_state = IDLE;
            end
            SETUP: begin
                next_state = ACCESS;
            end
            ACCESS: begin
                if (!PREADY) 
                    next_state = ACCESS;
                else if (MTRANS)
                    next_state = SETUP;
                else
                    next_state = IDLE;
            end
            default: next_state = IDLE;  
        endcase
    end
    always @(*) begin
        PENABLE = 1'b0                  ;
        PWRITE  = MWRITE                ;
        PADDR   = MADDR                 ;
        PWDATA  = MWDATA                ;
        MRDATA  = {(DATA_WIDTH){1'b0}}  ;
        PSELx   = {(COMP){1'b0}}        ;
        case (current_state)
            SETUP: begin
                PWRITE  = WRITE_reg ;
                PSELx   = SELx_reg  ;
                PADDR   = ADDR_reg  ;
                if (PWRITE) PWDATA = WDATA_reg;
            end
            ACCESS: begin
                PENABLE = 1'b1      ;
                PSELx   = SELx_reg  ;
                PWRITE  = WRITE_reg ;
                PADDR   = ADDR_reg  ;
                if (PWRITE) PWDATA = WDATA_reg  ;
                if (PREADY) MRDATA = PRDATA     ;
            end
            default: ;
        endcase
    end
endmodule
### flow/run.sh
#!/bin/bash
# OpenROAD 26Q1-2900-gdf79404cd8, Yosys 0.63+post, stock flow scripts
make -C /OpenROAD-flow-scripts/flow DESIGN_CONFIG=/design/flow/config.mk WORK_HOME=/design/flow/orfs finish
### flow/config.mk
export PLATFORM = sky130hd
export DESIGN_NAME = APB_Bridge
export DESIGN_NICKNAME = APB_Bridge
export VERILOG_FILES = /design/flow/design.v
export SDC_FILE = /design/flow/constraint.sdc
export NUM_CORES = 4
export LEC_CHECK = 1
export CORE_UTILIZATION = 50
### flow/constraint.sdc
current_design APB_Bridge

set clk_period 10.3
set clk_io_pct 0.2

create_clock -name clk0 -period $clk_period [get_ports {PCLK}]

set non_clock_inputs [all_inputs -no_clocks]
set_input_delay [expr $clk_period * $clk_io_pct] -clock clk0 $non_clock_inputs
set_output_delay [expr $clk_period * $clk_io_pct] -clock clk0 [all_outputs]
==> qor.csv <==
metric;value;unit
dp_slack;4260;ps
worst_pin_slew;996;ps
root_buffer;clkbuf_8;
skew;5.88;ps
fmax;0.163;GHz
vias;2969;
dieArea;7930;um2
hold_buffers;0;
fp_util;52.0;%
clkSlewWorstSetupHoldPaths;70;ps
numSynthFlops;72;
path_common_cell;clkdlybuf4s50_1;
grt_usage;29.3;%
die.size.y;89.1;um
hold_viol_final;0;
antenna_found_initial;0;
overflow;0;
status;completed;
synth.yosys.seq_area_share;47.6;%
timing.max_cap.violations;0;
cp.arrival;4080;ps
syn_area;3790;um2
end_kind;output pin;
final.setup.tns;0;ps
path_buffers;2;
drt_iter0_drc;84;
portBuffers;206;
syn-instance-count;271;
yosysWarnings;1;
insertedDiodeCount;0;
syn2layout_area_growth;61.3;%
insertion_delay;340;ps
grt_first_pass_wirelength;16400;um
drive_gt1_share;33.1;%
cts_setup_buffers;0;
detail-route-antenna-nets;0;
setup-violations-final;0;
gp_congestion;0.798;
viasPerCell;5.15;
yosysUniqueCellTypes;20;
cp_data_required_time;8240;ps
cts_buffers;9;
clockBufferDepth;2;
slowest_delay;1130;ps
cts_resized;0;
placed_cell_area;5860;um2
final_cell_mix;clkdlybuf4s50_1, mux2_2, dfrtp_1;
min_path_type;flop to flop;
grt_pass1_vias;2974;
warning_count;26;
syn_area_per_cell;14.0;um2
fin_crit;6140;ps
cellPowerDensity;107;nW/um2
period_used_share;59.6;%
drc;0;
h-tree-depth;3;
dr.pass1.iters;4;
ys_area;3790;um2
whs;496;ps
mostFrequentLayoutCell;clkdlybuf4s50_1;
path_cells;clkdlybuf4s50_1 > and3_1 > clkdlybuf4s50_1;
wl_per_cell;19.5;um
ios;207;
ys_cells;271;
ir_worst_vdd;99.5;uV
final_cell_area;6110;um2
grt_max_degree;45;
crit_path_start_kind;input pin;
wirelength;11200;um
hpwlAfterDp;7610;um
relSlewSlack;33.4;%
row_count;31;
leakagePower;2.90;nW
rsz0062_at_grt;false;
die_w;89.1;um
crit_slowest_cell;clkdlybuf4s50_1;
crit_family;buffers and inverters;
cts_tree;built;
numClockSinks;72;
worst_slack;4160;ps
drv_slew;0;
critPathKind;input pin to output pin;
critical_path_peak_fanout;35;
coreArea;7290;um2
-- final timing paths --
check,from,endpoint,slack [ps],cells past startpoint
worst min register to register,SELx_reg[2],SELx_reg[2],500,1
worst min-delay path,SELx_reg[2],SELx_reg[2],500,1
max in group asynchronous,PRESETn,ADDR_reg[29],7520,2
worst max-delay path,PREADY,MRDATA[1],4160,3
min in group asynchronous,PRESETn,ADDR_reg[10],1760,1
worst max register to register,current_state[2],WDATA_reg[17],7680,4
-- routing by layer --
metal / share of wire (%) / vias to the layer above / track usage [%]
li1: - / 1383 / -
met1: 44 / 1453 / 46.0
met2: 46 / 122 / 43.4
met3: 9.2 / 11 / 10.2
met4: 0.94 / 0 / 2.74
met5: 0 / - / 0
-- power breakdown --
group	internal, mW	switching (mW)	leakage (nW)	total, mW
logic	0.0649	0.0246	1.77	0.0895
clock network	0.174	0.106	0.126	0.279
registers	0.282	0	1.00	0.282
-- layout make-up --
class	instances	area (um2)
Clock buffer	11	151
Clock inverter	5	103
Fill cell	438	1180
Inverter	1	3.75
Multi-Input combinational cell	177	1830
Sequential cell	72	1800
Tap cell	99	124
Timing Repair Buffer	211	2090
-- cells by family after synthesis --
group                  Yosys count  share of synthesized area (%)
AND-OR/OR-AND                    5                           1.39
multiplexers                   133                           40.5
flip-flops                      72                           47.6
AND/OR/NAND/NOR                 39                           6.50
buffers and inverters           22                           4.03
-- synthesized netlist by cell type --
library cell	number	share of area, %
nor2_4	1	0.30
mux2_4	10	4.0
a21bo_2	1	0.26
a21oi_1	1	0.13
inv_1	1	0.099
mux2_1	2	0.59
a31oi_4	1	0.56
buf_4	12	2.4
buf_12	1	0.53
a21o_1	1	0.20
nor2b_1	5	0.83
dfstp_2	1	0.69
o21ai_2	1	0.23
and3_1	32	5.3
buf_2	1	0.13
clkbuf_1	6	0.59
buf_6	1	0.30
nor2_1	1	0.099
dfrtp_1	71	47
mux2_2	121	36
-- worst reg2reg max path, cell delays in order, from the launching register on --
cell and delay (ps):
dfrtp_1 370, buf_4 240, a31oi_4 790, buf_4 680, mux2_2 430
-- stage by stage --
step	total power, mW	util (%)	std cells
floorplan	0.299	-	271
CTS	0.657	83.8	576
global route	0.675	83.8	576
global placement	0.372	80.4	560
finish	0.651	83.8	576
detailed placement	0.375	80.4	560
Power is estimated from default activity; no workload was simulated.
